[design/flow/design.v]
module binaryAdder(
input [31:0] a,b,
output reg [31:0] sum);
always@(*) begin
sum=a+b;
end
endmodule
[design/flow/run.sh]
#!/bin/bash
# OpenROAD 26Q1-2900-gdf79404cd8, Yosys 0.63+post, stock flow scripts
make -C /OpenROAD-flow-scripts/flow DESIGN_CONFIG=/design/flow/config.mk WORK_HOME=/design/flow/orfs finish
[design/flow/config.mk]
export PLATFORM = sky130hd
export DESIGN_NAME = binaryAdder
export DESIGN_NICKNAME = binaryAdder
export VERILOG_FILES = /design/flow/design.v
export SDC_FILE = /design/flow/constraint.sdc
export NUM_CORES = 4
export LEC_CHECK = 1
export CORE_AREA = 10 10 94 94
export DIE_AREA = 0 0 104 104
[design/flow/constraint.sdc]
current_design binaryAdder

set clk_period 14.5
set clk_io_pct 0.2

create_clock -name clk0 -period $clk_period

set non_clock_inputs [all_inputs -no_clocks]
set_input_delay [expr $clk_period * $clk_io_pct] -clock clk0 $non_clock_inputs
set_output_delay [expr $clk_period * $clk_io_pct] -clock clk0 [all_outputs]
==> results.sh <==
# physical design summary
export IMPL_outcome="completed"
export IMPL_grt_setup_unrepaired="false"
export IMPL_period_used=0.605
export IMPL_viasPerCell=4.91
export IMPL_stdcell_area_sq_um=2780
export IMPL_top_cells_by_count="ha_1, a21oi_1, a21o_1, nand2_1, xor2_1"
export IMPL_period_minus_slack_ns=8.78
export IMPL_power_density_nw_per_um2=48.0
export IMPL_routabilityCongestion=0.819
export IMPL_row_count=30
export IMPL_setup_viol=0
export IMPL_antenna_cells=0
export IMPL_cts_resized=0
export IMPL_synth_chip_area_sq_um=1740
export IMPL_flops=0
export IMPL_required_ns=11.60
export IMPL_dr_pass1_iters=4
export IMPL_p_leak_uw=0.00118
export IMPL_hold_class="primary input to output port"
export IMPL_ios=96
export IMPL_fin_tns_setup_ns=0
export IMPL_yosys_area_top_type_share=0.222
export IMPL_antenna_found_initial=0
export IMPL_report_final_slew_viol_count=0
export IMPL_core_area_sq_um=6830
export IMPL_critPathMaxFanout=4
export IMPL_worst_setup_path_type="primary input to output port"
export IMPL_fp_dieH_um=104
export IMPL_grt_usage=0.102
export IMPL_synth_cells=241
export IMPL_grt_pass1_vias=2044
export IMPL_cap_viol_max_count=0
export IMPL_detail_route_antenna_nets=0
export IMPL_die_w_um=104
export IMPL_ys_seq_share=0
export IMPL_cts_setup_buffers=0
export IMPL_ys_cells=241
export IMPL_worst_slew_margin_rel=0.633
export IMPL_drive_gt1_frac=0.0307
export IMPL_fmax_mhz=114
export IMPL_grt_ovfl_total=0
export IMPL_fp_util=0.255
export IMPL_warning_count=32
export IMPL_portBuffers=96
export IMPL_arrival_ns=5.88
export IMPL_yosysUniqueCellTypes=50
export IMPL_cp_start_kind="primary input"
export IMPL_syn2layout_area_growth_pct=59.5
export IMPL_route_detailed_drc=0
export IMPL_grt_max_degree=11
export IMPL_comb_area_sq_um=1680
export IMPL_yosysTopAreaCell="ha_1"
export IMPL_crit_path_end_kind="output port"
export IMPL_hpwl_um=5180
export IMPL_wirelength_um=5880
export IMPL_hold_viol=0
export IMPL_seq_area_sq_um=0
export IMPL_grt_pass1_wl_um=9700
export IMPL_nClkBuffers=0
export IMPL_placed_cell_area_sq_um=2780
export IMPL_synthTopCellsByArea="ha_1, a21oi_1, a21o_1, xor2_1, xnor2_1"
export IMPL_yosysWarnings=1
export IMPL_cts_hold_buf=0
export IMPL_yosysMostFrequentCell="ha_1"
export IMPL_timing_hold_ws_ns=6.84
export IMPL_fillers=728
export IMPL_final_cells=422
export IMPL_syn_area_sq_um=1740
export IMPL_die_area_sq_um=10800
export IMPL_vias=2070
export IMPL_dp_cells=422
export IMPL_tightest_slew_ns=0.537
export IMPL_syn_area_per_cell_sq_um=7.24
export IMPL_ir_drop_uv=22.5
export IMPL_wl_per_cell_um=13.9
export IMPL_first_iter_violations=115
[path summary, 6_finish.rpt]
kind | startpoint | endpoint | slack [ns] | depth (start not counted)
worst min-delay path | b[0] | sum[0] | 6.84 | 3
worst max-delay path | a[0] | sum[26] | 5.72 | 11
[logic make-up (layout without fill, tap and decap cells)]
| group | after synthesis | count (layout) | share of synthesized area |
|---|---|---|---|
| buffers and inverters | 17 | 102 | 0.0380 |
| muxes | 2 | 2 | 0.0115 |
| and+or+nand+nor | 65 | 65 | 0.183 |
| xor gates and xnor gates | 28 | 28 | 0.141 |
| adders and majority gates | 32 | 32 | 0.234 |
| AOI/OAI and AO/OA | 97 | 97 | 0.393 |
[power breakdown]
part	switching, uW	internal, uW	leakage [uW]
combinational	53.2	80.3	0.00118
sequential	0	0	0
clock	0	0	0
total	53.2	80.3	0.00118
[critical path, stage by stage]
cell,delay [ns]
clkdlybuf4s50_1,0.40
ha_1,0.24
fa_1,0.40
a21o_1,0.22
a31o_2,0.27
nand3_1,0.09
o221ai_1,0.24
a311oi_1,0.34
o21bai_1,0.10
xor2_1,0.16
clkdlybuf4s50_1,0.49
[cell usage in the layout (no fill, tap or decap), drive strengths merged, types with 10 or more instances in the layout]
master / n
nor2: 12
ha: 31
a21o: 19
o21ai: 15
xor2: 15
a21oi: 29
nand3: 10
clkdlybuf4s50: 96
xnor2: 13
nand2: 18
[final cells by class]
class	instances	area share
multi-input cells	224	0.603
repair buffers	96	0.345
well taps	96	0.0432
inverters	6	0.00810
[stage by stage]
step	util	power, uW	setup WS [ns]
after global routing	0.407	148	5.52
after global placement	0.407	135	5.78
final	0.407	133	5.72
after detailed placement	0.407	134	5.72
after floorplan	-	64.1	6.87
after CTS	0.407	135	5.71
[per-layer routing]
metal / up-vias / track usage / routed length, um
met1: 929 / 0.144 / 2970
met3: 0 / 0.0194 / 304
li1: 1087 / - / -
met4: 0 / 0 / 0
met5: - / 0 / 0
met2: 54 / 0.166 / 2610
Power and IR drop assume default switching activity.
